### run.sh
#!/bin/bash
# OpenROAD 26Q1-2900-gdf79404cd8, Yosys 0.63+post, stock flow scripts
make -C /OpenROAD-flow-scripts/flow DESIGN_CONFIG=/design/flow/config.mk WORK_HOME=/design/flow/orfs finish
### config.mk
export PLATFORM = sky130hd
export DESIGN_NAME = circle
export DESIGN_NICKNAME = circle
export VERILOG_FILES = /design/flow/design.v
export SDC_FILE = /design/flow/constraint.sdc
export NUM_CORES = 4
export LEC_CHECK = 1
export CORE_UTILIZATION = 40
### constraint.sdc
current_design circle

set clk_period 19.2
set clk_io_pct 0.2

create_clock -name clk0 -period $clk_period

set non_clock_inputs [all_inputs -no_clocks]
set_input_delay [expr $clk_period * $clk_io_pct] -clock clk0 $non_clock_inputs
set_output_delay [expr $clk_period * $clk_io_pct] -clock clk0 [all_outputs]
### design.v
`timescale 1ns / 1ps
module circle(
		Hcounter,
		Vcounter,
		PixData,
		Hcentre,
		Vcentre,
		radius
    );
input[9:0] Hcounter,Vcounter,Hcentre,Vcentre;
input[7:0] radius;
output[7:0] PixData;
wire signed [9:0] Hdiff,Vdiff;
wire signed [19:0] Hsq,Vsq,Dst,radsq;
wire[9:0] width,height;
wire[9:0] Wrem,Hrem,HQ,oddev;
assign width=32;
assign height=16;
assign radsq= radius*radius;
assign Wrem=Hcounter%width;
assign Hrem=Vcounter%height;
assign HQ=Vcounter/height;
assign oddev=HQ%2;
assign Hdiff=Hcounter-Hcentre;
assign Vdiff=Vcounter-Vcentre;
assign Hsq=Hdiff*Hdiff;
assign Vsq=Vdiff*Vdiff;
assign Dst=Hsq+Vsq;
assign PixData=(Dst<=radsq)?	8'b0:(((Hrem==0)||((oddev==0)&&(Wrem==0))||((oddev==1)&&(Wrem==16)))?	8'b11100000:8'b00011111);
endmodule
==> flow_summary.json <==
{
  "report.final.slew_viol_count": 0,
  "synth.distinct_cells": 55,
  "critical_path.slowest_cell": "xor2_1",
  "hp-start": "Hcounter[2]",
  "core_um2": 23610,
  "fmaxAchievable_ghz": 0.05618,
  "cp-startpoint": "Vcentre[1]",
  "synthToLayoutAreaGrowth_pct": 9.363,
  "number_of_cell_instances_after_yosys_synthesis": 1081,
  "grt_pass1_vias": 7032,
  "gpl.final_weighted_congestion": 0.8567,
  "stage_log_warnings": 40,
  "cell_repeated_most_along_the_worst_path": "fa_1",
  "cts_setup_buffers": 0,
  "fillers": 2315,
  "final-setup-viol-count": 0,
  "cp-start-kind": "input port",
  "flops": 0,
  "yosys_area_um2": 9716,
  "critPathRequiredTime_ns": 15.36,
  "synth_top_area_share_pct": 45.74,
  "drtAntennaViolNets": 0,
  "worst_setup_path_end_kind": "primary output",
  "post-route-drc-count": 0,
  "final-seq-area_um2": 0,
  "setup-tns-final_ns": 0,
  "timing.slew.headroom_pct": 45.95,
  "worstPathArrival_ns": 13.96,
  "cts_hold_buf": 0,
  "routed-via-count": 6693,
  "cts_repair_resize_count": 0,
  "route.detailed.wl_per_inst_um": 12.47,
  "worst_pin_slew_ns": 0.8080,
  "top_cells_by_count": "inv_1 (303), fa_1 (222), ha_1 (131)",
  "cp_slowest_stage_delay_ns": 0.64,
  "synthMostInstantiatedCell": "inv_1",
  "topCellsByArea": "fa_1 (46%), ha_1 (17%), inv_1 (12%)",
  "chip_area_um2": 24920,
  "routed_via_density": 4.635,
  "initCoreUtil_pct": 41.15,
  "drt_wl_total_um": 18000,
  "synth.largest_area_cell": "fa_1",
  "detailed_place_hpwl_um": 16640,
  "yosys_warnings": 0,
  "wire_length_of_the_first_global_routing_pass_um": 32210,
  "final.period_utilization_pct": 92.71,
  "globalRoute.totalOverflow": 0,
  "cell_depth_of_the_worst_hold_path": 5,
  "placement.io_buffers": 56,
  "grt_util_all_layers_pct": 17.10,
  "critPathKind": "input port to primary output",
  "finalWorstSetupSlack_ns": 1.399,
  "grt_setup_unrepaired": "false",
  "syn-cell-area_um2": 9716,
  "finalCriticalPeriod_ns": 17.80,
  "pre_cts_ws_ns": 1.369,
  "run_status": "finished, final reports clean",
  "diodes": 0,
  "critical_path.max_fanout": 13,
  "die-width_um": 157.9,
  "num_rows": 56,
  "clockBufferCount": 0,
  "first_iter_violations": 182,
  "final-hold-violation-count": 0,
  "detail_route.first_pass.iterations": 4,
  "layout_cells_sized_above_1_pct": 2.489,
  "synthesis.area_per_instance_um2": 8.988,
  "maxCapViolations": 0,
  "yosysSeqAreaShare_pct": 0,
  "die_height_um": 157.9,
  "number_of_instances_in_the_synthesized_netlist": 1081,
  "worst_min_path_class": "input port to primary output",
  "antenna_found_initial": 0,
  "grt_start_max_net_pins": 16,
  "design.portCount": 56
}
-- path summary, 6_finish.rpt --
| kind | end | slack (ns) |
|---|---|---|
| max | PixData[3] | 1.40 |
| min | PixData[7] | 8.84 |
-- per-stage QoR --
stage	hold WS [ns]	cell area (um2)	instances	utilization [%]
after global placement	8.828	10630	1444	45.00
after global routing	8.917	10630	1444	45.00
after detailed placement	8.836	10630	1444	45.00
final	8.837	10630	1444	45.00
after floorplan	7.875	9716	1081	-
after CTS	8.838	10630	1444	45.00
-- layout by cell type (no fill, tap or decap), types with 3 or more instances in the layout --
| cell type | count |
|---|---|
| xor2_1 | 22 |
| a21o_1 | 11 |
| nand3_1 | 5 |
| nor4_1 | 4 |
| inv_1 | 303 |
| nor2_1 | 97 |
| or3_1 | 6 |
| o211ai_1 | 5 |
| a21oi_1 | 28 |
| o31ai_1 | 3 |
| xnor2_1 | 39 |
| nand2_1 | 50 |
| and2_1 | 15 |
| o21ai_0 | 13 |
| ha_1 | 131 |
| nor3_1 | 11 |
| and3_1 | 5 |
| nor2b_1 | 12 |
| clkdlybuf4s50_1 | 56 |
| nand2b_1 | 20 |
| o21ai_1 | 5 |
| o21a_1 | 4 |
| buf_4 | 11 |
| or2_2 | 10 |
| fa_1 | 222 |
-- worst max-delay path, delay by kind of cell --
kind / cells / cell delay (ns)
and+or+nand+nor: 8 / 1.37
adders and majority gates: 10 / 4.20
AOI/OAI and AO/OA: 11 / 2.26
xor gates and xnor gates: 1 / 0.64
buffers and inverters: 7 / 1.67
-- cell type report --
cell class	instances	area, um2	area share [%]
Inverter	303	1137	10.70
Timing Repair Buffer	67	643.1	6.053
Tap cell	319	399.1	3.756
Multi-Input combinational cell	755	8446	79.49
-- metal layers --
metal / track usage (%) / vias up / part of all wire [%]
met1: 25.56 / 3246 / 45
li1: - / 3341 / -
met3: 3.066 / 6 / 4.8
met2: 28.45 / 100 / 50
met5: 0 / - / 0
met4: 0.8784 / 0 / 0.78
-- logic make-up (layout without fill, tap and decap cells) --
| logic type | after synthesis | in the layout | share of synthesized area [%] |
|---|---|---|---|
| AOI/OAI and AO/OA | 98 | 98 | 6.787 |
| xor gates and xnor gates | 63 | 63 | 5.911 |
| muxes | 2 | 2 | 0.2189 |
| adders and majority gates | 353 | 353 | 62.61 |
| and+or+nand+nor | 239 | 239 | 11.40 |
| buffers and inverters | 326 | 370 | 13.07 |
