===== run.sh =====
#!/bin/bash
# OpenROAD 26Q1-2900-gdf79404cd8, Yosys 0.63+post, stock flow scripts
make -C /OpenROAD-flow-scripts/flow DESIGN_CONFIG=/design/flow/config.mk WORK_HOME=/design/flow/orfs finish

===== config.mk =====
export PLATFORM = sky130hd
export DESIGN_NAME = Ball_engine
export DESIGN_NICKNAME = Ball_engine
export VERILOG_FILES = /design/flow/design.v
export SDC_FILE = /design/flow/constraint.sdc
export NUM_CORES = 4
export LEC_CHECK = 1
export CORE_UTILIZATION = 50

===== constraint.sdc =====
current_design Ball_engine

set clk_period 2.8
set clk_io_pct 0.2

create_clock -name clk0 -period $clk_period [get_ports {PixClk}]

set non_clock_inputs [all_inputs -no_clocks]
set_input_delay [expr $clk_period * $clk_io_pct] -clock clk0 $non_clock_inputs
set_output_delay [expr $clk_period * $clk_io_pct] -clock clk0 [all_outputs]

===== design.v =====
`timescale 1ns / 1ps
module Ball_engine(
		PixClk,
		Hcounter,
		Vcounter,
		enable,
		Hcen,
		Vcen
    );
input PixClk,enable;
input[9:0] Hcounter,Vcounter;
output[9:0] Hcen,Vcen;
reg[9:0] Hcen=200;
reg[9:0] Vcen=150;
reg Hst=1'b0;
reg Vst=1'b0;
reg [17:0] count;
reg signed[9:0] Vsp,Hsp;
wire[9:0] Hmax,Hmin,Vmax,Vmin;
wire signed [9:0] Hcen_next,Vcen_next;
wire [19:0] count_next;
assign Hmax	=	608;
assign Hmin	=	32;
assign Vmax	=	448;
assign Vmin	=	32;
assign Hcen_next =	(Hst==1'b1)?	Hcen+Hsp:Hcen-Hsp;
assign Vcen_next =	(Vst==1'b1)?	Vcen+Vsp:Vcen-Vsp;
assign count_next=count+1'b1;
always @(posedge PixClk or negedge enable)begin
		if(!enable)begin
			Hcen<=320;
			Vcen<=240;
			Hsp<=4;
			Vsp<=4;
		end else begin
			count<=count_next;
			if(count==1)begin
				if(Hcen<=Hmin)begin
					Hst<=1'b1;
				end else 
				if(Hcen>=Hmax)begin
					Hst<=1'b0;
				end else begin
					Hst<=Hst;
				end
				if(Vcen<=Vmin)begin
					Vst<=1'b1;
				end else 
				if(Vcen>=Vmax)begin
					Vst<=1'b0;
				end else begin
					Vst<=Vst;
				end
				Hcen<=Hcen_next;
				Vcen<=Vcen_next;
			end
		end
end
endmodule

==> reports/qor.yml <==
status: "completed"
fin_crit_ns: 2.36
ys_sh_xor_pct: 11.0
synthSimpleGateAreaFrac_pct: 14.7
cp.required_ns: 3.03
numSynthFlops: 37
top_area_share_pct: 27.0
p_leak_nw: 1.06
yosys_area_sq_mm: 0.00223
core_area_sq_mm: 0.00414
tightest_slew_ns: 0.728
worst_slack_ns: 0.438
grt_pass1_vias: 1481
synthCells: 205
rows: 23
drive_gt1_share_pct: 9.13
cp_num_buf_inv: 2
ir_drop_mv: 0.242
arrival_ns: 2.59
overflow: 0
netlist_area_sq_mm: 0.00223
worstSetupStartpointType: "flop"
place_ws_ns: 0.429
cts_resized: 0
fp.dieW_microns: 68.7
antenna_found_initial: 0
cpMaxStageDelayCell: "or2_1"
synthAdderAreaFrac_pct: 9.67
die_h_microns: 68.7
fmax_ghz: 0.423
final_hold_viol_count: 0
htreeDepth: 2
endpoint_kind: "flop"
finalClockSkew_ns: 0.00663
cts_root_buf: "clkbuf_8"
tool_warnings: 47
cts_buffer_depth: 2
path_class: "reg -> reg"
synth_top_flop_cell: "edfxtp_1"
pin_count: 42
fin_area_sq_mm: 0.00253
initCoreUtil_pct: 53.7
finalMaxSlewViolations: 0
antenna_left: 0
worst-path-max-fanout: 18
wirelength_microns: 3930
power_density_mw_per_mm2: 394
vias: 1562
max_cap_violations: 0
grt_pass1_wl_microns: 6740
synth-edff-count: 20
dp_hpwl_microns: 2910
yosysCellCount: 205
io_buffers: 18
critPathMaxStageDelay_ns: 0.57
grt.total_usage_pct: 20.0
routedWlPerCell_microns: 14.0
finalClockPeriodUsage_pct: 84.4
synth.largest_area_cell: "edfxtp_1"
chipArea_sq_mm: 0.00472
final.setup.tns_ns: 0
cts_setup_buffers: 0
grt_max_degree: 24
path_clk_slew_ns: 0.07
drc: 0
synth_cell_types: 46
drtIter0Drc: 63
synth.mux.area_fraction_pct: 2.08
relSlewSlack_pct: 51.5
clock.latency.late_pin_ns: 0.28
cp_top_family: "simple AND/OR/NAND/NOR gates"
avgSynthCellArea_sq_um: 10.9
untimed_endpoints: 1
area_leaders: "edfxtp_1 27%, dfrtp_1 11%, xnor2_1 8.7%"
setup_violations: 0
unclocked_pins: 1
ys_warn_count: 1
synthArstFlopShare_pct: 43.2
numCtsBuffers: 5
drtPass1Iterations: 4
crit_chain: "inv_1 > ha_1 > nor4b_2 > nand4_1 > or2_1 > buf_4 > a41oi_1 > a21o_1"
rrSetupSlack_ns: 0.44
via_per_inst: 5.58
cts_tree: "built"
dpl_cell_area_sq_mm: 0.00245
min_path_type: "reg -> reg"
rsz0062_at_grt: "no"
cts_hold_buf: 0
num_antenna_cells: 0
area.growth.synth_to_final_pct: 13.5
routabilityCongestion: 0.784
ys_sh_aoi_pct: 12.3
synthTopLogicFamily: "simple AND/OR/NAND/NOR gates"
==> logic make-up (layout without fill, tap and decap cells) <==
kind of cell / count (synthesis) / in the layout
xor+xnor: 28 / 28
fa+ha+maj: 16 / 16
flops: 36 / 36
latches: 1 / 1
simple gates: 61 / 61
buf+inv: 16 / 38
other cells: 1 / 4
mux: 4 / 4
compound gates: 42 / 42
==> cells in the final DEF, fill, tap and decap left out, drive strengths merged, types with 5 or more instances in the layout <==
cell / count
dfrtp: 10
clkbuf: 6
edfxtp: 20
nor2: 7
a21oi: 8
and3: 5
inv: 9
xor2: 6
o21ai: 11
nand2: 17
a21o: 8
dfstp: 6
xnor2: 22
ha: 14
nand3: 8
clkdlybuf4s50: 18
nor3: 9
==> worst paths after layout <==
kind,from,to,cells after the start
worst max-delay path,count[1],Hcen[8],8
worst max register to register,count[1],Hcen[8],8
min in group asynchronous,enable,Vcen[2],2
worst min register to register,Vcen[4],Vcen[4],2
worst min-delay path,Vcen[4],Vcen[4],2
max in group asynchronous,enable,Hcen[8],2
==> area by class of cell <==
class,count,area [sq um]
timing repair buffer,21,203
fill,338,1620
multi-input combinational,155,1120
inverter,9,33.8
sequential,37,1020
clock buffer,6,72.6
tap,50,62.6
clock inverter,2,7.51
==> cell usage after synthesis, drive strengths merged (6+ instances only) <==
master / number
o21ai: 11
buf: 6
ha: 14
dfstp: 6
nand3: 8
nor2: 7
nand2: 17
edfxtp: 20
a21o: 8
inv: 9
dfrtp: 10
nor3: 9
xor2: 6
xnor2: 22
a21oi: 8
==> worst register-to-register path, delay by kind of cell (launching register included) <==
| kind | cells | cell delay (ns) |
|---|---|---|
| flops | 1 | 0.44 |
| fa+ha+maj | 1 | 0.15 |
| simple gates | 3 | 1.06 |
| buf+inv | 2 | 0.38 |
| compound gates | 2 | 0.27 |
==> through the flow <==
stage | hold slack (ns) | utilization [%] | power (mW) | instances
floorplan | 0.264 | - | 0.644 | 208
global placement | 0.474 | 59.0 | 0.663 | 272
detailed placement | 0.484 | 59.0 | 0.666 | 272
CTS | 0.497 | 61.0 | 1.01 | 280
global route | 0.516 | 61.0 | 1.05 | 280
finish | 0.491 | 61.0 | 0.995 | 280
==> state kept, by name, indices dropped and copies added, names as in the netlist <==
name and flops:
Hcen 8, Hst 1, Vcen 9, Vst 1, count 18
==> report_power, final <==
part	leakage (nW)	switching (mW)	internal [mW]
clock	0.0403	0.170	0.169
sequential	0.400	0.0230	0.587
combinational	0.622	0.0236	0.0213
total	1.06	0.217	0.778
==> routing by layer <==
layer / track usage [%] / part of all wire [%] / vias up
li1: - / - / 789
met1: 31.9 / 51 / 750
met2: 30.8 / 45 / 18
met3: 3.83 / 2.7 / 5
met4: 2.04 / 1.2 / 0
met5: 0 / 0 / -
Power is estimated from default activity; no workload was simulated.
