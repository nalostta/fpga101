--- flow/run.sh ---
#!/bin/bash
# OpenROAD 26Q1-2900-gdf79404cd8, Yosys 0.63+post, stock flow scripts
make -C /OpenROAD-flow-scripts/flow DESIGN_CONFIG=/design/flow/config.mk WORK_HOME=/design/flow/orfs finish
--- flow/config.mk ---
export PLATFORM = sky130hd
export DESIGN_NAME = text_gen
export DESIGN_NICKNAME = text_gen
export VERILOG_FILES = /design/flow/design.v
export SDC_FILE = /design/flow/constraint.sdc
export NUM_CORES = 4
export LEC_CHECK = 1
export CORE_AREA = 10 10 70 70
export DIE_AREA = 0 0 80 80
--- flow/constraint.sdc ---
current_design text_gen

set clk_period 1.4
set clk_io_pct 0.2

create_clock -name clk0 -period $clk_period

set non_clock_inputs [all_inputs -no_clocks]
set_input_delay [expr $clk_period * $clk_io_pct] -clock clk0 $non_clock_inputs
set_output_delay [expr $clk_period * $clk_io_pct] -clock clk0 [all_outputs]
--- flow/design.v ---
`timescale 1ns / 1ps
module text_gen(
		Hcounter,
		Vcounter,
		PixData,
		CharData,
		Bin,
		CharRst
    );
input[9:0] Hcounter,Vcounter;
input Bin;
output[7:0] PixData;
output[11:0] CharData;
output CharRst;
wire[3:0]	Vwire;
wire[2:0]	Hwire;
wire[4:0] CharSelect;
assign Hwire	=	(Hcounter-216);
assign Vwire	=	Vcounter;
assign CharRst	=	((Vcounter<16)&&(Hcounter>=216)&&(Hcounter<424))?	1'b0:1'b1;
assign CharData =	{CharSelect,Vwire,Hwire};
assign PixData	=	(Bin==1)?	8'b11111111:8'b0;
assign ch_next=CharSelect+1'b1;
assign CharSelect = (Hcounter<224)?	5'b0:((Hcounter<232)?	5'b1:((Hcounter<240)?	5'b10:((Hcounter<248)?	5'b11:((Hcounter<256)?	5'b100:((Hcounter<264)?	5'b101:((Hcounter<272)?	5'b110:((Hcounter<280)?	5'b111:((Hcounter<288)?	5'b1000:((Hcounter<296)?	5'b1001:((Hcounter<304)?	5'b1010:((Hcounter<312)?	5'b1011:((Hcounter<320)?	5'b1100:((Hcounter<328)?	5'b1101:((Hcounter<336)?	5'b1110:((Hcounter<344)?	5'b1111:((Hcounter<352)?	5'b10000:((Hcounter<360)?	5'b10001:((Hcounter<368)?	5'b10010:((Hcounter<376)?	5'b10011:((Hcounter<384)?	5'b10100:((Hcounter<392)?	5'b10101:((Hcounter<400)?	5'b10110:((Hcounter<408)?	5'b10111:((Hcounter<416)?	5'b11000:((Hcounter<424)?	5'b11001:5'b11010)))))))))))))))))))))))));	
endmodule
==> impl_metrics.json <==
{
  "drive_gt1_frac": 0.697,
  "rsz0062_at_grt": "yes",
  "grtUsageMet3": 0.00909,
  "cp_cell_sequence": "buf_6 -> buf_6 -> nand4b_1 -> buf_4 -> or2_0 -> a31oi_1 -> buf_2",
  "yosysWarnings": 1,
  "wl_per_cell_um": 11.5,
  "vias_per_cell": 3.64,
  "arrival_ns": 1.33,
  "post-route-period-util": 1.15,
  "synthCells": 49,
  "area_leaders": "buf_4 36%, o211ai_1 4.5%, nand2_1 3.3%",
  "internal-power_mw": 0.122,
  "ys_seq_frac": 0,
  "p_sw_mw": 0.0730,
  "ir_worst_vdd_mv": 0.0588,
  "diodes": 0,
  "hold_start": "Hcounter[0]",
  "path_common_cell": "buf_6",
  "grt_pass1_vias": 442,
  "critPathCaptureType": "output port",
  "drt-initial-drc-count": 14,
  "p_per_area_nw_per_um2": 266,
  "finalSetupViolations": 6,
  "chipHeight_um": 80,
  "p_leak_nw": 0.311,
  "fin_ws_ns": -0.209,
  "syn-cell-area_sq_um": 337,
  "drc": 0,
  "grt_pass1_wl_um": 2110,
  "wirelength_um": 1400,
  "clock_buffers": 0,
  "worst_path_max_delay_cell": "or2_0",
  "max_freq_ghz": 0.621,
  "avgSynthCellArea_sq_um": 6.87,
  "met1_usage": 0.0541,
  "critPathKind": "in2out",
  "gp_congestion": 0.841,
  "port_buffers": 19,
  "pin_count": 42,
  "initCoreUtil": 0.0985,
  "setup_tns_ns": -0.662,
  "register_area_sq_um": 0,
  "ys_cells": 49,
  "grt-busiest-layer": "met2",
  "cp_data_required_time_ns": 1.12,
  "yosysChipArea_sq_um": 337,
  "tightest_slew_ns": 0.198,
  "slew_headroom": 0.867,
  "syn_to_final_growth_pct": 117,
  "groute.usage.overall": 0.0390,
  "drv_cap": 0,
  "seq_cells": 0,
  "warnings": 34,
  "grtUsageMet2": 0.0594,
  "hold_path.class": "in2out",
  "hold_violations": 0,
  "die_area_sq_um": 6400,
  "power_frac_seq": 0,
  "top_area_frac": 0.357,
  "drt_pass1_iterations": 4,
  "antenna_found_initial": 0,
  "ys_types": 28,
  "fin_total_pwr_mw": 0.195,
  "slowest_delay_ns": 0.19,
  "hpwl_um": 919,
  "synth.largest_area_cell": "buf_4",
  "startpoint": "Hcounter[8]",
  "switching_share": 0.374,
  "worst-path-max-fanout": 2,
  "path_delay_family": "buffers and inverters",
  "period_needed_ns": 1.61,
  "critPathBufInv": 4,
  "grt_overflow": 0,
  "status": "finished with violations",
  "grt_max_degree": 9,
  "p_clk_frac": 0,
  "die_w_um": 80,
  "ant_nets": 0,
  "vias": 444,
  "comb_power_share": 1.000,
  "drv_slew": 0,
  "violations": "setup timing",
  "crit_path_start_kind": "input pin",
  "ctsHoldBuffers": 0,
  "rows": 21,
  "design.core.area_sq_um": 3420
}
==> per-stage QoR <==
stage	area, sq um	setup slack (ns)	hold slack (ns)	util	std cells
floorplan	337	0.0612	0.571	-	49
global placement	557	-0.916	0.560	0.163	110
detailed placement	557	-0.900	0.560	0.163	110
CTS	671	-0.212	0.560	0.196	119
global route	732	-0.315	0.560	0.214	122
finish	732	-0.209	0.560	0.214	122
==> power by group through the flow <==
| stage | clock [mW] | combinational, mW | sequential, mW |
|---|---|---|---|
| after CTS | 0 | 0.173 | 0 |
| after global routing | 0 | 0.210 | 0 |
| final | 0 | 0.195 | 0 |
==> metal layers <==
metal,vias to the layer above,wire length [um]
li1,221,-
met1,197,671
met2,24,562
met3,2,148
met4,0,18
met5,-,0
==> timing repair <==
action,CTS,global route
setup endpoints to repair,6,6
buffers inserted,10,4
pin swaps,14,9
gates resized,83,11
==> kinds of logic (layout without fill, tap and decap cells) <==
group,Yosys count,in the layout,synth area share
and+or+nand+nor,13,13,0.234
xor gates and xnor gates,1,1,0.0260
AOI/OAI and AO/OA,16,16,0.346
buffers and inverters,19,46,0.394
==> cell usage in the layout (no fill, tap or decap), drive strengths merged, types with 2 or more instances in the layout <==
cell type and n:
o21ai 3, a21oi 3, clkdlybuf4s50 3, o211ai 2
buf 39, inv 2, nand2 4
==> layout make-up <==
| class | count | area (sq um) |
|---|---|---|
| fill | 365 | 2680 |
| timing repair buffer | 44 | 404 |
| tap | 46 | 57.6 |
| inverter | 2 | 10.0 |
| multi-input combinational | 30 | 260 |
==> synth_stat cells <==
master	count
a21oi_1	2
inv_1	2
o31a_1	1
a21o_1	1
a31oi_1	1
o21ai_0	2
o21ai_1	1
a211o_1	1
nand4b_1	1
or4b_1	1
buf_2	1
or4_1	1
nand2_1	3
a21oi_2	1
buf_4	16
a311o_1	1
nor4_1	1
a211oi_1	1
xnor2_1	1
nand2_2	1
nor3_1	1
or2_0	1
or3_1	1
and3_1	1
o211ai_1	2
a31o_1	1
nand3_1	1
o211a_1	1
==> worst paths after layout <==
| path | to | slack [ns] | depth (start not counted) |
|---|---|---|---|
| setup / recovery | CharData[9] | -0.21 | 7 |
| hold / removal | CharData[0] | 0.56 | 0 |
Power and IR drop assume default switching activity.
